===== flow/config.mk =====
export PLATFORM = sky130hd
export DESIGN_NAME = cntr
export DESIGN_NICKNAME = cntr
export VERILOG_FILES = /design/flow/design.v
export SDC_FILE = /design/flow/constraint.sdc
export NUM_CORES = 4
export LEC_CHECK = 1
export CORE_AREA = 10 10 70 70
export DIE_AREA = 0 0 80 80

===== flow/constraint.sdc =====
current_design cntr

set clk_period 1.0
set clk_io_pct 0.2

create_clock -name clk0 -period $clk_period [get_ports {mtick_clk}]

set non_clock_inputs [all_inputs -no_clocks]
set_input_delay [expr $clk_period * $clk_io_pct] -clock clk0 $non_clock_inputs
set_output_delay [expr $clk_period * $clk_io_pct] -clock clk0 [all_outputs]

===== flow/design.v =====
package wdgrv_regs_rtl_pkg;
  localparam int WDCSR_BYTE_WIDTH = 4;
  localparam int WDCSR_BYTE_SIZE = 4;
  localparam bit [2:0] WDCSR_BYTE_OFFSET = 3'h0;
  localparam int WDCSR_WDEN_BIT_WIDTH = 1;
  localparam bit WDCSR_WDEN_BIT_MASK = 1'h1;
  localparam int WDCSR_WDEN_BIT_OFFSET = 0;
  localparam int WDCSR_RVD1_BIT_WIDTH = 1;
  localparam bit WDCSR_RVD1_BIT_MASK = 1'h1;
  localparam int WDCSR_RVD1_BIT_OFFSET = 1;
  localparam int WDCSR_S1WTO_BIT_WIDTH = 1;
  localparam bit WDCSR_S1WTO_BIT_MASK = 1'h1;
  localparam int WDCSR_S1WTO_BIT_OFFSET = 2;
  localparam int WDCSR_S2WTO_BIT_WIDTH = 1;
  localparam bit WDCSR_S2WTO_BIT_MASK = 1'h1;
  localparam int WDCSR_S2WTO_BIT_OFFSET = 3;
  localparam int WDCSR_WTOCNT_BIT_WIDTH = 10;
  localparam bit [9:0] WDCSR_WTOCNT_BIT_MASK = 10'h3ff;
  localparam int WDCSR_WTOCNT_BIT_OFFSET = 4;
  localparam int WDCSR_RVD2_BIT_WIDTH = 18;
  localparam bit [17:0] WDCSR_RVD2_BIT_MASK = 18'h3ffff;
  localparam int WDCSR_RVD2_BIT_OFFSET = 14;
  localparam int WDCNT_BYTE_WIDTH = 4;
  localparam int WDCNT_BYTE_SIZE = 4;
  localparam bit [2:0] WDCNT_BYTE_OFFSET = 3'h4;
  localparam int WDCNT_CNT_BIT_WIDTH = 32;
  localparam bit [31:0] WDCNT_CNT_BIT_MASK = 32'hffffffff;
  localparam int WDCNT_CNT_BIT_OFFSET = 0;
endpackage
module cntr 
  #(
    parameter WIDTH = 4
  )(
    input mtick_clk,                   
    input res_n,                       
    input [WIDTH-1:0] cnt_thrhd,       
    output reg [WIDTH-1:0] count_wdg   
  );
  reg [1:0] rst_sync;
  wire rst_n_sync;
  always @(posedge mtick_clk or negedge res_n) begin
      if (~res_n)
          rst_sync <= 2'b00;
      else
          rst_sync <= {rst_sync[0], 1'b1};
  end
  assign rst_n_sync = rst_sync[1];
  always @(posedge mtick_clk or negedge rst_n_sync) begin
      if (~rst_n_sync)
          count_wdg <= 0;
      else if (count_wdg == cnt_thrhd)
          count_wdg <= 0;
      else
          count_wdg <= count_wdg + 1'b1;
  end
endmodule

===== flow/run.sh =====
#!/bin/bash
# OpenROAD 26Q1-2900-gdf79404cd8, Yosys 0.63+post, stock flow scripts
make -C /OpenROAD-flow-scripts/flow DESIGN_CONFIG=/design/flow/config.mk WORK_HOME=/design/flow/orfs finish

==> CHANGELOG.md <==
## Implementation

- I/O pin total: 10
- Via count of the first global-routing pass: around 260
- Average wire per cell in the routed design: 8.53 um
- Power density over cell area: 2920 mW/mm^2
- Highest-count cells in the layout ignoring fill and taps: buf_4, dfrtp_1, clkdlybuf4s50_1, buf_6
- Sequential cell area fraction in the yosys report: 59.1%
- Count of buffers inserted at the top-level ports: 9
- Number of remaining DRC errors: 0
- Layout area overhead: 116%
- Clock-pin slew of the registers on the worst-case setup and hold paths: 0.04 ns
- Worst path cell trace: buf_6 > xor2_2 > nor4_2 > buf_4 > nor2_1
- Count of final max-slew check failures: 0
- Synth Register Bits: 6
- Cell family with the largest share of critical-path delay: flip-flops
- Global-route congestion overflow total: 0
- Maximum level of the CTS H-tree: 1
- CTS tree: yes
- Cell chosen for the clock root: clkbuf_4
- Post-synthesis cell type count: 9
- Class of the most critical setup path: reg2reg
- Area enclosed by the die boundary: 0.00640 mm^2
- # placed instances: 79
- Highest ir drop seen on vdd: 0.000584 V
- Total GRT Usage: 2.61%
- Final estimated routing congestion in global placement: between 0.7 and 0.8
- Number of synthesis warnings: 1
- Detailed-routing iteration count for the pre-antenna-repair pass: 2
- Worst-case clock skew: 0.000478 ns
- Highest clock frequency the design can meet: 0.791 GHz
- Cell area reported after detailed placement: 432 um^2
- Bufs on Longest Clock Path: 2
- DR vias/cell: 2.62
- Layout cells sized above 1: 57.8%
- Post-route worst setup slack: -0.264 ns
- Latency at later pin: approximately 0.24 ns
- Post-Synth Adder-Cell Area: about 5%
- Yosys stat chip area: 254 um^2
- Core Footprint: between 0.003 and 0.004 mm^2
- Antenna violations before repair: 0
- Portion of the clock cycle consumed by the worst path in the final layout: 126%
- Effective utilization at floorplan: 7.44%
- AND/OR/NAND/NOR Cells, Area Fraction: between 10% and 20%
- Synth Area in XOR/XNOR: 20.7%
- Sequential cell area: 150 um^2
- Sinks on Clock Net: 6
- Cell area after synthesis: 254 um^2
- Height of the die: 80 um
- Largest net degree at the start of global routing: 5
- Clk pwr share: 13.8%
- Chip Width: 80 um
- Result of the run: complete, but fails checks
- Leakage power: ~0.24 nW
- Part of the total power dissipated in sequential elements: 24.8%
- Element type at the critical path end: flip-flop
- Minimum period implied by the final worst setup slack: about 1.3 ns
- Max stage delay on crit path: roughly 0.39 ns
- Total detailed-routing wirelength: between 700 and 800 um
- Worst-path fanout max: 4
- Multi-input combinational cell area: 126 um^2
- Final core utilization: 16.0%
- Logic gate share of total power: 61.4%
- First-pass GRT wire length: 1280 um
- Clock buffer count from CTS: 3
- Biggest combinational cell group after synthesis: XOR/XNOR gates
- Hold slack: 0.0589 ns
- Hold WC Path Type: reg2async
- Antenna diode instance count: 0
- Failing checks: setup timing
- Detailed Route Iter0 Violations: 7
- Data arrival time of the worst path: between 1 and 1.5 ns
- Required time worst endpoint: between 1 and 1.5 ns
- Number of setup violations in the final report: 6
- Number of cells in the finished layout apart from fillers: 91
- Path length in cells of the critical path: 5
- Cell total in the yosys stat output: 20
- Count of tool warnings: 28
- Slowest-stage cell, CP: dfrtp_1
- Syn Area/Cell: 12.7 um^2
- Reg2reg path depth: 5
- Number of fill cells in the layout: 387
- Leading cell type in the layout, fill and taps excluded: buf_4
- Placement row count: 21
- Detailed-placement wirelength estimate: 504 um
- Final Instance Area: around 550 um^2
- Switching part of the total power: 31.0%
- Routed via count: approximately 240
- Count of mapped cells out of synthesis: 20
- Remaining antenna violation count after routing: 0
- Final count of hold timing violations: 0
- Net switching power: 0.497 mW
- Power, Total: 1.60 mW
- Max-cap violations: 0
- Number of buffers and inverters on the critical path: 2
- Mux frac, synth: 0%
- Internal Pwr Total: 1.10 mW
- Setup repair after global routing missed its margin: yes
- Area share of and-or/or-and cells after synthesis: 0%
- Setup crit start kind: flip-flop
-- worst reg2reg max path: stages, from the launching register on --
cell     delay [ns]
dfrtp_1        0.39
buf_6          0.13
xor2_2         0.14
nor4_2         0.27
buf_4          0.18
nor2_1         0.04
-- synth_stat cells --
cell type	count	share of area [%]
dfrtp_1	6	59
xor2_1	5	17
nor2_1	3	4.4
conb_1	1	1.5
ha_1	1	4.9
nand3_1	1	2.0
nor2b_1	1	2.5
nor4_2	1	4.9
xnor2_1	1	3.4
-- cell families after synthesis --
group,after synthesis
XOR/XNOR,6
adder cells (fa/ha/maj),1
flip-flops,6
other,1
AND/OR/NAND/NOR,6
-- metal layers --
metal | track usage (%) | wire length, um
met2 | 2.49 | 231
met5 | 0 | 0
met3 | 3.41 | 199
met4 | 0.528 | 0
met1 | 3.23 | 344
-- power groups by stage --
| stage | logic [mW] | registers, mW | clock network, mW |
|---|---|---|---|
| CTS | 0.783 | 0.385 | 0.234 |
| global route | 1.08 | 0.413 | 0.256 |
| finish | 0.982 | 0.396 | 0.222 |
-- through the flow --
step / worst slack, ns / TNS [ns]
2_1_floorplan: -0.0969 / -0.340
3_3_place_gp: -0.383 / -1.84
3_5_place_dp: -0.395 / -1.89
4_1_cts: -0.238 / -1.12
5_1_grt: -0.328 / -1.65
6_report: -0.264 / -1.29
-- flip-flops by register name (all words and copies together) (netlist names) --
signal     count
rst_sync       2
count_wdg      4
-- area by class of cell --
class | instances | area share [%]
Timing Repair Buffer | 22 | 34.9
Clock buffer | 3 | 4.11
Multi-Input combinational cell | 14 | 23.1
Tap cell | 46 | 10.5
Sequential cell | 6 | 27.4
-- final timing paths --
path                         startpoint           end  slack (ns)
setup / recovery           count_wdg[3]  count_wdg[2]       -0.26
hold / removal              rst_sync[1]  count_wdg[1]        0.06
setup reg to reg           count_wdg[3]  count_wdg[2]       -0.26
hold reg to reg             rst_sync[1]  count_wdg[1]        0.06
max in group asynchronous         res_n   rst_sync[0]        0.76
min in group clk0           rst_sync[0]   rst_sync[1]        0.34
-- what timing repair did --
item,in CTS,in global routing
buffers inserted,6,3
hold buffers,0,0
gates resized,13,8
cloned,0,0
setup endpoints to repair,8,6
pin swaps,3,2
Power figures rest on the tool's default switching activity, not on a simulated workload.
