==> design/flow/design.v <==
package wdgrv_regs_rtl_pkg;
  localparam int WDCSR_BYTE_WIDTH = 4;
  localparam int WDCSR_BYTE_SIZE = 4;
  localparam bit [2:0] WDCSR_BYTE_OFFSET = 3'h0;
  localparam int WDCSR_WDEN_BIT_WIDTH = 1;
  localparam bit WDCSR_WDEN_BIT_MASK = 1'h1;
  localparam int WDCSR_WDEN_BIT_OFFSET = 0;
  localparam int WDCSR_RVD1_BIT_WIDTH = 1;
  localparam bit WDCSR_RVD1_BIT_MASK = 1'h1;
  localparam int WDCSR_RVD1_BIT_OFFSET = 1;
  localparam int WDCSR_S1WTO_BIT_WIDTH = 1;
  localparam bit WDCSR_S1WTO_BIT_MASK = 1'h1;
  localparam int WDCSR_S1WTO_BIT_OFFSET = 2;
  localparam int WDCSR_S2WTO_BIT_WIDTH = 1;
  localparam bit WDCSR_S2WTO_BIT_MASK = 1'h1;
  localparam int WDCSR_S2WTO_BIT_OFFSET = 3;
  localparam int WDCSR_WTOCNT_BIT_WIDTH = 10;
  localparam bit [9:0] WDCSR_WTOCNT_BIT_MASK = 10'h3ff;
  localparam int WDCSR_WTOCNT_BIT_OFFSET = 4;
  localparam int WDCSR_RVD2_BIT_WIDTH = 18;
  localparam bit [17:0] WDCSR_RVD2_BIT_MASK = 18'h3ffff;
  localparam int WDCSR_RVD2_BIT_OFFSET = 14;
  localparam int WDCNT_BYTE_WIDTH = 4;
  localparam int WDCNT_BYTE_SIZE = 4;
  localparam bit [2:0] WDCNT_BYTE_OFFSET = 3'h4;
  localparam int WDCNT_CNT_BIT_WIDTH = 32;
  localparam bit [31:0] WDCNT_CNT_BIT_MASK = 32'hffffffff;
  localparam int WDCNT_CNT_BIT_OFFSET = 0;
endpackage
module reset_ctrl #(
    parameter CORE_RST_CYCLES = 60,      
    parameter PADDING_CYCLES = 5,        
    parameter WDG_RST_CYCLES = 1         
) (
    input clk,           
    input sys_res_n,
    input wdg_to,        
    output wdg_res_n,    
    output core_res_n    
);
    localparam MAX_COUNT_CYCLES = CORE_RST_CYCLES + PADDING_CYCLES + WDG_RST_CYCLES;
    reg [$clog2(MAX_COUNT_CYCLES)-1:0] cnt;
    wire do_cnt;
    wire done_reset_core;
    wire done_padding;
    wire done_reset_wdg;
    parameter S_IDLE        = 3'b110;  
    parameter S_CORE_RST    = 3'b011;  
    parameter S_PADDING     = 3'b111;  
    parameter S_WDG_RST     = 3'b101;  
    wire [3:0] inp;
    reg [2:0] state, next_state;
    assign inp = {wdg_to, done_reset_core, done_padding, done_reset_wdg};
    assign {core_res_n, wdg_res_n, do_cnt} = state;
    always @(*) begin
        casez ({inp, state})
            {4'b0???, S_IDLE}: next_state = S_IDLE;
            {4'b1???, S_IDLE}: next_state = S_CORE_RST;
            {4'b?0??, S_CORE_RST}: next_state = S_CORE_RST;
            {4'b?1??, S_CORE_RST}: next_state = S_PADDING;
            {4'b??0?, S_PADDING}: next_state = S_PADDING;
            {4'b??1?, S_PADDING}: next_state = S_WDG_RST;
            {4'b???0, S_WDG_RST}: next_state = S_WDG_RST;
            {4'b???1, S_WDG_RST}: next_state = S_IDLE;
            default: next_state = state;
        endcase
    end
    always @(posedge clk) begin
        if (~sys_res_n) begin
            state <= S_IDLE;
        end
        else begin
            state <= next_state;
        end
    end
    assign done_reset_core = (cnt == CORE_RST_CYCLES-1) ? 1'b1 : 1'b0;
    assign done_padding = (cnt == CORE_RST_CYCLES + PADDING_CYCLES) ? 1'b1 : 1'b0;
    assign done_reset_wdg = (cnt == CORE_RST_CYCLES + PADDING_CYCLES + WDG_RST_CYCLES) ? 1'b1 : 1'b0;
    always @(posedge clk) begin
        if (~sys_res_n) begin
            cnt <= 0;
        end else begin
            if (do_cnt) begin
                cnt <= cnt + 1;
            end else begin
                cnt <= 0;
            end
        end
    end
endmodule
==> design/flow/run.sh <==
#!/bin/bash
# OpenROAD 26Q1-2900-gdf79404cd8, Yosys 0.63+post, stock flow scripts
make -C /OpenROAD-flow-scripts/flow DESIGN_CONFIG=/design/flow/config.mk WORK_HOME=/design/flow/orfs finish
==> design/flow/config.mk <==
export PLATFORM = sky130hd
export DESIGN_NAME = reset_ctrl
export DESIGN_NICKNAME = reset_ctrl
export VERILOG_FILES = /design/flow/design.v
export SDC_FILE = /design/flow/constraint.sdc
export NUM_CORES = 4
export LEC_CHECK = 1
export CORE_AREA = 10 10 79 79
export DIE_AREA = 0 0 89 89
==> design/flow/constraint.sdc <==
current_design reset_ctrl

set clk_period 1.7
set clk_io_pct 0.2

create_clock -name clk0 -period $clk_period [get_ports {clk}]

set non_clock_inputs [all_inputs -no_clocks]
set_input_delay [expr $clk_period * $clk_io_pct] -clock clk0 $non_clock_inputs
set_output_delay [expr $clk_period * $clk_io_pct] -clock clk0 [all_outputs]
==> job_summary.md <==
### Yosys + OpenROAD results

| Metric | Value |
|---|---|
| Status | finished clean |
| Avg Inst Size Synth | approximately 9.1 µm² |
| Area leader, netlist | dfxtp_1 |
| Dominant cell by count in the synthesized netlist | dfxtp_1 |
| Top cells by area | dfxtp_1 (45%), ha_1 (8.4%), inv_1 (4.2%) |
| Most used flip-flop cell | dfxtp_1 |
| Yosys Chip Area | ~450 µm² |
| Count of final setup violators | 0 |
| Sequential element share of the synthesized area | 0.4482 |
| Tcrit/Tclk final | 0.8364 |
| Max Cap Violations | 0 |
| Slowest cell on the critical path | clkdlybuf4s50_1 |
| Crit path max-delay family | buffers and inverters |
| H-tree Lvls | 1 |
| Layout area overhead | 33.33% |
| Largest combinational cell category by area | simple AND/OR/NAND/NOR gates |
| Core box area | roughly 4700 µm² |
| Number of logged tool warnings | 27 |
| Clock buffer depth | 2 |
| Cell breakdown of the critical path | clkdlybuf4s50_1 |
| Global-route wire length before repair | ~1600 µm |
| Skew final | around 0.0075 ns |
| Worst reg2reg path depth | 4 |
| Number of buffers added on ports | 4 |
| Top cells by count | dfxtp_1 (10), inv_1 (5), nor2_1 (5) |
| CP Max Fanout | 4 |
| Largest net degree at the start of global routing | 8 |
| Drt first pass iters | 2 |
| Synth Area in Simple Gates | 0.2381 |
| Via/cell ratio | 3.264 |
| # Cells Yosys | slightly below 50 |
| Max Slew Vio Count | 0 |
| Worst EP arrival | roughly 1.1 ns |
| Worst skew pair latency | between 0.2 and 0.25 ns |
| Area leader share | 0.4482 |
| CTS sink count | 10 |
| Via count | approximately 360 |
| Final Wtd Congestion | 0.7638 |
| Starting density of the core | 0.09584 |
| Min Tclk post-route | ~1.4 ns |
| Crit Path Class | reg2out |
| Wire length per cell | 7.718 µm |
| Worst rel slew slack | 0.6804 |
| Row cnt | 25 |
| Critical Path RT | about 1.4 ns |
| Pwr per Cell Area | 880.3 nW/µm² |
| Inserted Diodes | 0 |
| Routed wire length | 849 µm |
| CP endpoint kind | primary output |
| # fillers | a little over 500 |
| AO/OA Area Share | 0.1289 |
| Async set-reset flop share out of synthesis | 0 |
| CTS tree | built |
| Inst Count DP | between 100 and 150 |
| Die Ht | 89 µm |
| Hold_buf cts | 0 |
| GRT Total Usage | 0.02505 |
| Unrepaired setup endpoints after global routing | false |
| CP startpoint kind | register |
| Xor/xnor share | 0.05882 |
| Post-route insts no fill | 110 |
| Maximum vdd drop | approximately 0.22 mV |
| Mux share | 0 |
| Slack of the critical path | around 0.28 ns |
| Synth Instances | 49 |
| Initial antenna violation count | 0 |
| Worst Hold Depth | 1 |
| Fin. Hold Viols | 0 |
| WP depth | 1 |
| Post-synth EDFFs | 0 |
| FF+latch count, synth | 10 |
| HP Class | reg2reg |
| Area share of fa/ha/maj cells after synthesis | 0.08403 |
| Setup TNS | 0 ns |
| Die footprint | between 7000 and 8000 µm² |
| Post-CTS sizing | 0 |
| Max Fclk | between 700 and 800 MHz |
| DRT iter0 DRCs | 29 |
| Total setup buffers inserted after CTS | 0 |
| Vias in the first global route | ~350 |
| DRC violations left | 0 |
| Number of synthesis warnings | 1 |
| Cell variety after synth | 21 |
| Mapped Area | 446.7 µm² |
| Worst path bufs/invs | 1 |
| Share of post-route cells with drive strength above 1 | 0.05357 |
| Tightest Pin Transition | roughly 0.47 ns |
| Die Span X | just under 90 µm |
| Pre-CTS WS | approximately 0.26 ns |
| Overflow after GRT | 0 |
| Crit-path max cell delay | 0.48 ns |
| TritonCTS Buffers | 3 |
| Ports | 5 |
| Clock root buffer | clkbuf_8 |
| Detail Route Antenna Nets | 0 |
| Clock slew at reported path FFs | about 0.05 ns |
| LEAKAGE | 0.2092 nW |
| Post-detail-place hpwl | ~630 µm |
-- through the flow --
step / hold slack (ns) / total power [mW] / utilization / area [µm²]
after global routing: 0.5085 / 0.5590 / 0.1278 / 595.6
after detailed placement: 0.4775 / 0.2895 / 0.1189 / 554.3
after floorplan: 0.4446 / 0.2736 / - / 446.7
final: 0.4848 / 0.5243 / 0.1278 / 595.6
after CTS: 0.4874 / 0.5309 / 0.1278 / 595.6
after global placement: 0.4685 / 0.2891 / 0.1189 / 554.3
-- flip-flops by register name (all words and copies together), names as in the netlist --
signal / flops
state: 3
cnt: 7
-- final cells by class --
class	count	area (µm²)	share of cell area
Multi-Input combinational cell	34	227.7	0.3824
Sequential cell	10	200.2	0.3361
Tap cell	54	67.56	0.1134
Clock buffer	3	41.29	0.06933
Timing Repair Buffer	4	40.04	0.06723
Inverter	5	18.77	0.03151
-- metal layers --
layer / track usage / vias up / share of wire
li1: - / 190 / -
met1: 0.03111 / 163 / 0.45
met2: 0.03524 / 4 / 0.44
met3: 0.01653 / 2 / 0.075
met4: 0.005780 / 0 / 0.032
met5: 0 / - / 0
-- cell usage in the layout, fill, tap and decap left out, drive strengths merged, types with 3 or more instances in the layout --
master / n
dfxtp: 10
inv: 5
nor2: 5
clkdlybuf4s50: 4
a21oi: 3
or3: 3
ha: 3
clkbuf: 3
-- logic make-up after synthesis --
group / count (synthesis)
buf+inv: 5
flops: 10
xor+xnor: 3
simple gates: 19
compound gates: 9
fa+ha+maj: 3
-- path summary, 6_finish.rpt --
check | endpoint | start | slack, ns
setup reg to reg | state[2]$_SDFFE_PN1P_ | cnt[0]$_SDFF_PN0_ | 0.37
hold reg to reg | cnt[0]$_SDFF_PN0_ | cnt[0]$_SDFF_PN0_ | 0.48
setup / recovery | wdg_res_n | state[1]$_SDFFE_PN1P_ | 0.28
hold / removal | cnt[0]$_SDFF_PN0_ | cnt[0]$_SDFF_PN0_ | 0.48
-- where the power goes --
group | leakage (nW) | internal, mW | switching [mW]
logic | 0.106 | 0.0190 | 0.0147
registers | 0.0813 | 0.243 | 0.00852
clock network | 0.0216 | 0.154 | 0.0851
total | 0.209 | 0.416 | 0.108
Power and IR drop assume default switching activity.
