`flow/config.mk`:
```
export PLATFORM = sky130hd
export DESIGN_NAME = fsm
export DESIGN_NICKNAME = fsm
export VERILOG_FILES = /design/flow/design.v
export SDC_FILE = /design/flow/constraint.sdc
export NUM_CORES = 4
export LEC_CHECK = 1
export CORE_AREA = 10 10 70 70
export DIE_AREA = 0 0 80 80
```
`flow/constraint.sdc`:
```
current_design fsm

set clk_period 1.6
set clk_io_pct 0.2

create_clock -name clk0 -period $clk_period [get_ports {clk}]

set non_clock_inputs [all_inputs -no_clocks]
set_input_delay [expr $clk_period * $clk_io_pct] -clock clk0 $non_clock_inputs
set_output_delay [expr $clk_period * $clk_io_pct] -clock clk0 [all_outputs]
```
`flow/design.v`:
```
package wdgrv_regs_rtl_pkg;
  localparam int WDCSR_BYTE_WIDTH = 4;
  localparam int WDCSR_BYTE_SIZE = 4;
  localparam bit [2:0] WDCSR_BYTE_OFFSET = 3'h0;
  localparam int WDCSR_WDEN_BIT_WIDTH = 1;
  localparam bit WDCSR_WDEN_BIT_MASK = 1'h1;
  localparam int WDCSR_WDEN_BIT_OFFSET = 0;
  localparam int WDCSR_RVD1_BIT_WIDTH = 1;
  localparam bit WDCSR_RVD1_BIT_MASK = 1'h1;
  localparam int WDCSR_RVD1_BIT_OFFSET = 1;
  localparam int WDCSR_S1WTO_BIT_WIDTH = 1;
  localparam bit WDCSR_S1WTO_BIT_MASK = 1'h1;
  localparam int WDCSR_S1WTO_BIT_OFFSET = 2;
  localparam int WDCSR_S2WTO_BIT_WIDTH = 1;
  localparam bit WDCSR_S2WTO_BIT_MASK = 1'h1;
  localparam int WDCSR_S2WTO_BIT_OFFSET = 3;
  localparam int WDCSR_WTOCNT_BIT_WIDTH = 10;
  localparam bit [9:0] WDCSR_WTOCNT_BIT_MASK = 10'h3ff;
  localparam int WDCSR_WTOCNT_BIT_OFFSET = 4;
  localparam int WDCSR_RVD2_BIT_WIDTH = 18;
  localparam bit [17:0] WDCSR_RVD2_BIT_MASK = 18'h3ffff;
  localparam int WDCSR_RVD2_BIT_OFFSET = 14;
  localparam int WDCNT_BYTE_WIDTH = 4;
  localparam int WDCNT_BYTE_SIZE = 4;
  localparam bit [2:0] WDCNT_BYTE_OFFSET = 3'h4;
  localparam int WDCNT_CNT_BIT_WIDTH = 32;
  localparam bit [31:0] WDCNT_CNT_BIT_MASK = 32'hffffffff;
  localparam int WDCNT_CNT_BIT_OFFSET = 0;
endpackage
module fsm( 
  input clk,             
  input res_n,           
  input en,              
  input count0,          
  output s2wto,          
  output s1wto,          
  output do_cnt,         
  input sw_trg_s1wto,    
  input sw_trg_s2wto     
);
  parameter S_IDLE        = 3'b000;
  parameter S_CNT0        = 3'b001;
  parameter S_RAISE_S1    = 3'b010;
  parameter S_CNT1        = 3'b011;
  parameter S_RAISE_S2    = 3'b110;
  wire [3:0] inp;
  reg [2:0] state, next_state;
  assign inp = {en, count0, sw_trg_s1wto, sw_trg_s2wto};
  assign {s2wto, s1wto, do_cnt} = state;
  always @(*) begin
    casex ({inp, state})
      {4'b0xxx, S_IDLE}: next_state = S_IDLE;
      {4'bxx1x, S_IDLE}: next_state = S_IDLE;         
      {4'bxxx1, S_IDLE}: next_state = S_IDLE;         
      {4'b1xxx, S_IDLE}: next_state = S_CNT0;
      {4'b0xxx, S_CNT0}: next_state = S_IDLE;         
      {4'bxx1x, S_CNT0}: next_state = S_IDLE;         
      {4'bxxx1, S_CNT0}: next_state = S_IDLE;         
      {4'b1000, S_CNT0}: next_state = S_CNT0;         
      {4'b11xx, S_CNT0}: next_state = S_RAISE_S1;     
      {4'b0xxx, S_RAISE_S1}: next_state = S_IDLE;     
      {4'bxx1x, S_RAISE_S1}: next_state = S_IDLE;     
      {4'bxxx1, S_RAISE_S1}: next_state = S_IDLE;     
      {4'bxxxx, S_RAISE_S1}: next_state = S_CNT1;     
      {4'b0xxx, S_CNT1}: next_state = S_IDLE;         
      {4'bxx1x, S_CNT1}: next_state = S_IDLE;         
      {4'bxxx1, S_CNT1}: next_state = S_IDLE;         
      {4'b1000, S_CNT1}: next_state = S_CNT1;         
      {4'b11xx, S_CNT1}: next_state = S_RAISE_S2;
      {4'b0xxx, S_RAISE_S2}: next_state = S_IDLE;     
      {4'bxx1x, S_RAISE_S2}: next_state = S_IDLE;     
      {4'bxxx1, S_RAISE_S2}: next_state = S_IDLE;     
      {4'bxxxx, S_RAISE_S2}: next_state = S_RAISE_S2; 
      default: next_state = S_IDLE;
    endcase
  end
  always @(posedge clk or negedge res_n) begin
    if (~res_n) begin
      state <= S_IDLE;
    end
    else begin
      state <= next_state;
    end
  end
endmodule
```
`flow/run.sh`:
```
#!/bin/bash
# OpenROAD 26Q1-2900-gdf79404cd8, Yosys 0.63+post, stock flow scripts
make -C /OpenROAD-flow-scripts/flow DESIGN_CONFIG=/design/flow/config.mk WORK_HOME=/design/flow/orfs finish
```
==> ci_impl_report.md <==
## PnR job results

| Metric | Value |
|---|---|
| Achievable frequency | between 0.6 and 0.7 GHz |
| Clock transition at the registers of the reported paths | 0.04 ns |
| Setup Total Neg Slack | 0 ns |
| Library cells used by synthesis | 7 |
| Layout cells sized above 1 | 13.0% |
| Sum of routed wire length over all layers | ~440 um |
| Number of warnings the tools reported | 25 |
| Synthesis-stage register bit count | 3 |
| Flip-flop count of the largest register, all copies and words added | 3 |
| Delay of the slowest cell on the worst path | around 0.5 ns |
| DR DRC count | 0 |
| Seq share, synth | approximately three fifths |
| Lkg Pwr | roughly 0.092 nW |
| Cell family with most CP delay | buffers and inverters |
| Class of the most critical setup path | register to primary output |
| Final-report setup violation count | 0 |
| Area growth from synthesis to layout | 129% |
| Post-route clock skew | between 0.001 and 0.0015 ns |
| Status | finished, final reports clean |
| Max Cap Viol | 0 |
| Largest Register | state |
| Type of element launching the critical path | register |
| # resized after CTS | 0 |
| Buffers & Inverters on Critical Path | 1 |
| Max-Slew Margin vs Limit | between 80% and 90% |
| Highest fanout seen on the critical path | 6 |
| Tightest Pin Transition | approximately 0.18 ns |
| Largest net degree at the start of global routing | 7 |
| Effective utilization at floorplan | around 3.8% |
| Final slew viol count | 0 |
| H-tree lvl count | 1 |
| Final routed wire length divided by cell count | about 6.3 um |
| Final Hold Slack | between 0.2 and 0.3 ns |
| Cell Chain, Critical Path | clkdlybuf4s50_1 |
| Vias in the first global route | approximately 160 |
| Synthesized area | between 100 and 150 um2 |
| Clock latency of the later-clocked register in the worst-skew pair | around 0.23 ns |
| Required time reported for the critical path endpoint | approximately 1.3 ns |
| Post-Syn Instances | 11 |
| Wire length of the first global-routing pass | 627 um |
| Number of rows in the core area | 21 |
| Worst vdd rail ir drop | 0.0000778 V |
| Power density cells | 777 mW/mm2 |
| First-iteration detailed-routing DRC count | 4 |
| Library cell used as clock root buffer | clkbuf_4 |
| Hold_buf cts | 0 |
| Number of placed I/O pins | 9 |
| Horizontal die dimension | roughly 80 um |
| Number of warning messages in the yosys log | 1 |
| Final critical-path share of the clock period | between 90% and 100% |
| Setup repair after global routing missed its margin | no |
| Chip area line of the yosys report | 129 um2 |
| Antenna violations before repair | 0 |
| Gr ovfl total | 0 |
| Number of buffers added on ports | 8 |
| Setup crit end kind | primary output |
| Die Height | 80 um |
| Type of the tightest min-delay check | input port to async pin |
| Number of clock buffers inserted by TritonCTS | 3 |
| Overall global routing resource usage | approximately 1.4% |
| Drt first pass iters | 2 |
| Floorplan core area | between 0.003 and 0.004 mm2 |
| Avg Vias per Cell | 1.97 |
| CTS tree | done |
| Post-detailed-placement cell area | approximately 270 um2 |
| Arrival time reported for the critical path endpoint | around 1.1 ns |
| Post-route cell area | just under 300 um2 |
| Yosys stat cell total | 11 |
| Area enclosed by the die boundary | 0.00640 mm2 |
| Buffer depth of the longest clock path | 2 |
| Worst path slowest cell | clkdlybuf4s50_1 |
| Post-CTS Repair Setup Buffers | 0 |
| Final hold violation count | 0 |
| Largest registers | state: 3 flops |
| Remaining antenna violation count after routing | 0 |
| Vias post-DR | between 100 and 150 |
| Routability Congestion | 0.671 |
| Avg Synthesized Cell Area | roughly 12 um2 |
| Min Tclk post-route | about 1.5 ns |
| Clock sink count | 3 |
-- power breakdown --
group          internal (mW)  switching (mW)
logic                 0.0144         0.00489
registers             0.0775         0.00163
clock network         0.0934          0.0376
total                  0.185          0.0441
-- through the flow --
stage | util (%) | setup slack [ns] | cells | total power [mW]
2_1_floorplan | - | 0.595 | 11 | 0.0825
3_3_place_gp | 7.80 | 0.120 | 65 | 0.0988
3_5_place_dp | 7.80 | 0.0875 | 65 | 0.0994
4_1_cts | 8.57 | 0.130 | 69 | 0.239
5_1_grt | 8.57 | 0.0910 | 69 | 0.246
6_report | 8.64 | 0.141 | 70 | 0.229
-- routing by layer --
| layer | vias to the layer above | GRT usage (%) | share of wire, % |
|---|---|---|---|
| met4 | 0 | 0.704 | 0 |
| met1 | 63 | 1.26 | 42 |
| li1 | 67 | - | - |
| met3 | 0 | 2.16 | 25 |
| met2 | 8 | 1.52 | 33 |
| met5 | - | 0 | 0 |
-- synth_stat cells --
cell type	number	area (um2)
nand3b_1	1	7.51
inv_1	1	3.75
a211oi_1	3	22.5
a21oi_1	1	5.00
nand2b_1	1	6.26
dfrtp_1	3	75.1
or3b_1	1	8.76
-- worst register-to-register path: cells and delay by family, from the launching register on --
| family | cells | cell delay (ns) |
|---|---|---|
| flip-flops | 1 | 0.41 |
| AND/OR/NAND/NOR | 1 | 0.17 |
| AND-OR/OR-AND | 1 | 0.22 |
-- placed cells by master (no fill, tap or decap) --
cell and count:
clkdlybuf4s50_1 8, clkbuf_1 1, clkbuf_4 3, diode_2 1, a21oi_1 1, or3b_1 1
nand3b_1 1, dfrtp_1 3, nand2b_1 1, inv_1 1, a211oi_1 3
-- cell type report --
| class | count | area [um2] |
|---|---|---|
| Fill cell | 407 | 3120 |
| Clock buffer | 4 | 26.3 |
| Multi-Input combinational cell | 7 | 50.0 |
| Inverter | 1 | 3.75 |
| Antenna cell | 1 | 2.50 |
| Tap cell | 46 | 57.6 |
| Timing Repair Buffer | 8 | 80.1 |
| Sequential cell | 3 | 75.1 |
-- worst paths after layout --
check                                      to          startpoint  cells after the start  slack, ns
min in group clk0          state[0]$_DFF_PN0_  state[2]$_DFF_PN0_                      1       0.52
max                                    do_cnt  state[0]$_DFF_PN0_                      1       0.14
max in group asynchronous  state[1]$_DFF_PN0_               res_n                      1       1.19
min reg2reg                state[0]$_DFF_PN0_  state[2]$_DFF_PN0_                      1       0.52
min                        state[2]$_DFF_PN0_               res_n                      1       0.27
max reg2reg                state[2]$_DFF_PN0_  state[2]$_DFF_PN0_                      2       0.71
-- cell families (layout without fill, tap and decap cells) --
group | after synthesis | after routing | share of synthesized area (%)
simple gates | 3 | 3 | 17.5
other cells | 0 | 1 | 0
compound gates | 4 | 4 | 21.4
flops | 3 | 3 | 58.3
buf+inv | 1 | 13 | 2.91
No activity file was given, so power comes from the tool's default toggle rates.
